$ cat flow/design.v
`timescale 1ns / 1ps
module satellite_delay_compensation (
    input wire clk,                     
    input wire rst_n,                   
    input wire [31:0] delay_ms,         
    input wire compensation_enable,     
    input wire [63:0] time_in,          
    input wire time_valid_in,           
    output reg [63:0] time_out,         
    output reg time_valid_out,          
    output reg compensation_active,     
    output reg [31:0] current_delay     
);
    localparam NS_PER_MS = 32'd1_000_000;   
    reg [63:0] delay_ns;                
    reg [63:0] time_compensated;        
    reg compensation_enable_sync;        
    reg compensation_enable_d;           
    always @(posedge clk or negedge rst_n) begin
        if (!rst_n) begin
            compensation_enable_sync <= 1'b0;
            compensation_enable_d <= 1'b0;
        end else begin
            compensation_enable_sync <= compensation_enable;
            compensation_enable_d <= compensation_enable_sync;
        end
    end
    always @(posedge clk or negedge rst_n) begin
        if (!rst_n) begin
            delay_ns <= 64'd0;
        end else begin
            delay_ns <= (delay_ms * NS_PER_MS) >> 16;
        end
    end
    always @(posedge clk or negedge rst_n) begin
        if (!rst_n) begin
            time_compensated <= 64'd0;
            time_out <= 64'd0;
            time_valid_out <= 1'b0;
            compensation_active <= 1'b0;
            current_delay <= 32'd0;
        end else begin
            if (time_valid_in) begin
                if (compensation_enable_sync) begin
                    if (time_in >= delay_ns) begin
                        time_compensated <= time_in - delay_ns;
                    end else begin
                        time_compensated <= 64'd0;
                    end
                    compensation_active <= 1'b1;
                    current_delay <= delay_ms;
                end else begin
                    time_compensated <= time_in;
                    compensation_active <= 1'b0;
                    current_delay <= 32'd0;
                end
                time_out <= time_compensated;
                time_valid_out <= 1'b1;
            end else begin
                time_valid_out <= 1'b0;
            end
        end
    end
endmodule
module satellite_delay_controller (
    input wire clk,
    input wire rst_n,
    input wire [7:0] uart_rx_data,
    input wire uart_rx_valid,
    output reg [7:0] uart_tx_data,
    output reg uart_tx_valid,
    output reg [31:0] delay_value,      
    output reg compensation_enable,
    input wire compensation_active,
    input wire [31:0] current_delay
);
    localparam IDLE = 3'd0;
    localparam CMD_PARSE = 3'd1;
    localparam GET_VALUE = 3'd2;
    localparam SEND_RESPONSE = 3'd3;
    reg [2:0] state;
    reg [127:0] cmd_buffer;
    reg [7:0] cmd_index;
    reg [31:0] new_delay_value;
    reg [7:0] response_buffer [0:31];
    reg [7:0] response_index;
    reg [7:0] response_length;
    localparam CMD_SET_DELAY = "SET_SAT_DELAY:";
    localparam CMD_SET_ENABLE = "SET_SAT_DELAY_EN:";
    localparam CMD_GET_DELAY = "GET_SAT_DELAY";
    localparam CMD_GET_ENABLE = "GET_SAT_DELAY_EN";
    always @(posedge clk or negedge rst_n) begin
        if (!rst_n) begin
            state <= IDLE;
            cmd_index <= 8'd0;
            cmd_buffer <= 128'd0;
            delay_value <= 32'd0;
            compensation_enable <= 1'b0;
            uart_tx_valid <= 1'b0;
            response_index <= 8'd0;
            response_length <= 8'd0;
        end else begin
            case (state)
                IDLE: begin
                    uart_tx_valid <= 1'b0;
                    if (uart_rx_valid) begin
                        if (uart_rx_data == 8'h0A || uart_rx_data == 8'h0D) begin
                            state <= CMD_PARSE;
                        end else begin
                            cmd_buffer[cmd_index*8 +: 8] <= uart_rx_data;
                            cmd_index <= cmd_index + 1;
                        end
                    end
                end
                CMD_PARSE: begin
                    if (cmd_buffer[0:103] == CMD_SET_DELAY) begin
                        state <= GET_VALUE;
                        new_delay_value <= 32'h01E00000;  
                    end else if (cmd_buffer[0:119] == CMD_SET_ENABLE) begin
                        if (cmd_buffer[120:127] == "1") begin
                            compensation_enable <= 1'b1;
                        end else begin
                            compensation_enable <= 1'b0;
                        end
                        state <= IDLE;
                        cmd_index <= 8'd0;
                        cmd_buffer <= 128'd0;
                    end else if (cmd_buffer[0:103] == CMD_GET_DELAY) begin
                        state <= SEND_RESPONSE;
                        response_length <= 8'd14;
                        response_index <= 8'd0;
                    end else if (cmd_buffer[0:111] == CMD_GET_ENABLE) begin
                        state <= SEND_RESPONSE;
                        response_length <= 8'd10;
                        response_index <= 8'd0;
                    end else begin
                        state <= IDLE;
                        cmd_index <= 8'd0;
                        cmd_buffer <= 128'd0;
                    end
                end
                GET_VALUE: begin
                    delay_value <= new_delay_value;
                    state <= IDLE;
                    cmd_index <= 8'd0;
                    cmd_buffer <= 128'd0;
                end
                SEND_RESPONSE: begin
                    if (response_index < response_length) begin
                        uart_tx_data <= response_buffer[response_index];
                        uart_tx_valid <= 1'b1;
                        response_index <= response_index + 1;
                    end else begin
                        uart_tx_valid <= 1'b0;
                        state <= IDLE;
                        cmd_index <= 8'd0;
                        cmd_buffer <= 128'd0;
                    end
                end
                default: begin
                    state <= IDLE;
                end
            endcase
        end
    end
endmodule
$ cat flow/run.sh
#!/bin/bash
# OpenROAD 26Q1-2900-gdf79404cd8, Yosys 0.63+post, stock flow scripts
make -C /OpenROAD-flow-scripts/flow DESIGN_CONFIG=/design/flow/config.mk WORK_HOME=/design/flow/orfs finish
$ cat flow/config.mk
export PLATFORM = sky130hd
export DESIGN_NAME = satellite_delay_controller
export DESIGN_NICKNAME = satellite_delay_controller
export VERILOG_FILES = /design/flow/design.v
export SDC_FILE = /design/flow/constraint.sdc
export NUM_CORES = 4
export LEC_CHECK = 1
export CORE_UTILIZATION = 40
$ cat flow/constraint.sdc
current_design satellite_delay_controller

set clk_period 4.7
set clk_io_pct 0.2

create_clock -name clk0 -period $clk_period [get_ports {clk}]

set non_clock_inputs [all_inputs -no_clocks]
set_input_delay [expr $clk_period * $clk_io_pct] -clock clk0 $non_clock_inputs
set_output_delay [expr $clk_period * $clk_io_pct] -clock clk0 [all_outputs]
==> reports/metrics.yaml <==
final_timing:
  final.setup.tns_ns: 0
  fmax_ghz: 0.299
  setup-violations-final: 0
  slew_headroom_pct: 41.0
  fin_crit_sh_pct: 71.3
  rsz0062_at_grt: "false"
  fin_crit_ns: 3.35
  timing.final.ws_setup_ns: 1.35
  finClkSkew_ns: 0.00738
  tightest_slew_ns: 0.879
  drv_slew: 0
  finalHoldViolations: 0
power:
  peakVddDrop_v: 0.000238
  leakage_uw: 0.00285
  power_density_nw_per_um2: 346
synth:
  yosysCellCount: 577
  topCellsByArea: "dfrtp_1 50%, o2bb2ai_1 12%, buf_4 4.9%, nand2_1 2.8%, nor4bb_1 1.9%"
  ys_area_um2: 6240
  synthArstFlopShare_pct: 100
  top_cell: "dfrtp_1"
  syn_inst: 577
  avgSynthCellArea_um2: 10.8
  edf_count: 0
  ys_ff: 125
  ys_warn_count: 1
  ys_top_cells_by_count: "124 x dfrtp_1, 88 x o2bb2ai_1, 47 x nand2_1"
  ys_seq_share_pct: 50.1
  largest_area_cell: "dfrtp_1"
  ys_types: 59
  synth.top_cell.area_share_pct: 49.7
  syn_area_um2: 6240
  synthFlopType: "dfrtp_1"
outcome:
  status: "finished, final reports clean"
worst_setup_path:
  reg2reg_depth: 8
  path_cells: "clkdlybuf4s50_1 -> and3b_1 -> o211a_1 -> o22a_1 -> nor4_2 -> nor2b_1 -> a32o_1"
  critPathCaptureType: "flop"
  path_max_fanout: 7
  worstReg2RegStart: "cmd_index[0]"
  crit_type: "in2reg"
  slowest_stage: "clkdlybuf4s50_1"
  crit_path_max_incr_delay_ns: 0.64
  critPathLaunchType: "input port"
  r2r-end: "cmd_buffer[84]"
  ff2ff_setup_slack_ns: 1.51
  arrival_ns: 3.70
  crit_required_ns: 5.05
clocking:
  clkTransAtPathRegs_ns: 0.05
  cts.path.max_buffers: 2
  htree_levels: 4
  insertion_delay_ns: 0.42
  cts_made_buffers: 17
  cts_tree: "yes"
  cts_sinks: 125
  cts_resized: 0
  cts-root-buf: "clkbuf_16"
  ctsHoldBuffers: 0
  post_cts.repair.setup_buffers: 0
grt:
  use_met3_pct: 6.02
  grt_pass1_vias: 4509
  grtUsageTotal_pct: 21.7
  grt_overflow: 0
  grt_pass1_wl_mm: 25.9
  busiest_layer: "met1"
  grtUsageMet2_pct: 31.3
  grt_antenna_before_repair: 0
  grt_max_degree: 61
  met1_usage_pct: 34.4
placed_design:
  dpl.hpwl_mm: 10.6
  dp.cells: 755
  globalplace.congestion: 0.848
  dp_slack_ns: 0.936
  port_buffers: 11
hold_path:
  hp-class: "reg2reg"
  hold_depth: 1
  holdPathEnd: "cmd_buffer[42]"
  min_from: "cmd_buffer[42]"
floorplan:
  rows: 45
  fp.dieW_um: 127
  die_height_um: 127
  fp_util_pct: 41.1
  core_um2: 15200
  ios: 86
  die-area_um2: 16100
finish:
  stdcell_count: 787
  num-fill-cells: 1346
  drive_gt1_share_pct: 11.5
  logic_area_um2: 2780
  regArea_um2: 3130
  area_growth_pct: 11.3
routing:
  drc: 0
  vias: 4732
  dr.pass1.iters: 5
  routed_wl_mm: 16.0
  antenna_cells_inserted: 0
  post_drt_via_cell_ratio: 6.01
  final_antenna_net_count: 0
  wire_per_inst_um: 20.4
  drt_iter0_drc: 375
job:
  tool_warnings: 59
  maxCapViolCount: 0
[worst max-delay path by stage]
stage | from | end | slack (ns) | cells past startpoint
4_1_cts | uart_rx_data[2] | cmd_buffer[20] | 1.37 | 7
5_1_grt | uart_rx_data[2] | cmd_buffer[92] | 1.24 | 7
6_report | uart_rx_data[2] | cmd_buffer[84] | 1.35 | 7
[per-layer routing]
metal,vias to the layer above,share of wire (%)
met1,2363,47
met2,171,44
met3,19,7.1
li1,2179,-
met5,-,0
met4,0,1.7
[logic make-up (layout without fill, tap and decap cells)]
family                   after synthesis  in the layout  synth area share [%]
other                                  1             41                0.0601
AND-OR/OR-AND                        170            170                  21.8
buffers and inverters                 82             64                  7.91
flip-flops                           125            125                  50.1
multiplexers                           3              3                 0.521
adder cells (fa/ha/maj)                6              6                  1.20
XOR/XNOR                               1              1                 0.140
AND/OR/NAND/NOR                      189            189                  18.3
[placed cells by master (no fill, tap or decap), types with 12 or more instances in the layout]
master and n:
dfrtp_1 124, o2bb2ai_1 88, nand2_1 47, conb_1 41, o21ai_0 19, nand3_1 19
clkbuf_16 17, nor2_1 16, nand4_1 16, nor3_1 15, a21oi_1 14, nor4bb_1 12
buf_4 12
[registers in the layout, summed over array words and instances (netlist names)]
register and count:
response_index 8, uart_tx_valid 1, state 3, cmd_buffer 104, cmd_index 8, response_length 1
[worst max-delay path: cells and delay by family]
family / cells / cell delay (ns)
buf+inv: 1 / 0.64
simple gates: 3 / 1.29
compound gates: 3 / 0.83
[final cells by class]
class | instances | area share (%)
Clock buffer | 19 | 6.37
Clock inverter | 13 | 2.02
Timing Repair Buffer | 22 | 2.74
Sequential cell | 125 | 45.0
Multi-Input combinational cell | 410 | 39.9
Inverter | 10 | 0.540
Tap cell | 188 | 3.38
[where the power goes]
part	switching (µW)	total, µW	internal (µW)	leakage, µW
Combinational	38.7	49.2	10.5	0.000849
Clock	488	1280	794	0.000276
Sequential	0	1080	1080	0.00173
[per-stage QoR]
stage               instance area (µm²)  utilization, %  total power [µW]  hold slack [ns]
finish                             6950            45.7              2410            0.481
floorplan                          6390               -              1130            0.423
detailed placement                 6370            41.9              1150            0.466
CTS                                6950            45.7              2440            0.484
global route                       6950            45.7              2490            0.496
global placement                   6370            41.9              1150            0.464
Power figures rest on the tool's default switching activity, not on a simulated workload.
